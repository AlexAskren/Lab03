### design/flow/run.sh
#!/bin/bash
# OpenROAD 26Q1-2900-gdf79404cd8, Yosys 0.63+post, stock flow scripts
make -C /OpenROAD-flow-scripts/flow DESIGN_CONFIG=/design/flow/config.mk WORK_HOME=/design/flow/orfs finish
### design/flow/config.mk
export PLATFORM = sky130hd
export DESIGN_NAME = riscv_ALU
export DESIGN_NICKNAME = riscv_ALU
export VERILOG_FILES = /design/flow/design.v
export SDC_FILE = /design/flow/constraint.sdc
export NUM_CORES = 4
export LEC_CHECK = 1
export CORE_UTILIZATION = 40
### design/flow/constraint.sdc
current_design riscv_ALU

set clk_period 270.2
set clk_io_pct 0.2

create_clock -name clk0 -period $clk_period

set non_clock_inputs [all_inputs -no_clocks]
set_input_delay [expr $clk_period * $clk_io_pct] -clock clk0 $non_clock_inputs
set_output_delay [expr $clk_period * $clk_io_pct] -clock clk0 [all_outputs]
### design/flow/design.v
module riscv_ALU #(
    parameter ALU_WIDTH = 32,
    parameter ALU_CTRL_WIDTH = 5
)(
    input wire clk,
    input wire reset,
    input wire [ALU_CTRL_WIDTH-1:0] ALU_ctrl,
    input wire [ALU_WIDTH-1:0] ALU_ina,
    input wire [ALU_WIDTH-1:0] ALU_inb_reg,          
    input wire [ALU_WIDTH-1:0] ALU_inb_imm,          
    input wire ALUSrc,                               
    output reg [ALU_WIDTH-1:0] ALU_out,
    output wire Overflow_flag,
    output wire Carry_flag,
    output wire Negative_flag,
    output wire Zero_flag
);
    wire [ALU_WIDTH-1:0] ALU_inb = (ALUSrc) ? ALU_inb_imm : ALU_inb_reg;
    wire signed [ALU_WIDTH-1:0] A_signed = ALU_ina;
    wire signed [ALU_WIDTH-1:0] B_signed = ALU_inb;
    wire [ALU_WIDTH-1:0] A_unsigned = ALU_ina;
    wire [ALU_WIDTH-1:0] B_unsigned = ALU_inb;
    wire [2*ALU_WIDTH-1:0] mult_signed   = A_signed * B_signed;
    wire [2*ALU_WIDTH-1:0] mult_unsigned = A_unsigned * B_unsigned;
    wire [2*ALU_WIDTH-1:0] mult_mix      = A_signed * B_unsigned;
    wire [ALU_WIDTH-1:0] add_result = ALU_ina + ALU_inb;
    wire [ALU_WIDTH-1:0] sub_result = ALU_ina - ALU_inb;
    always @(*) begin
        case (ALU_ctrl)
            5'b00000: ALU_out = ALU_ina + ALU_inb;                       
            5'b00001: ALU_out = ALU_ina - ALU_inb;                       
            5'b00010: ALU_out = mult_signed[ALU_WIDTH-1:0];              
            5'b00011: ALU_out = mult_signed[2*ALU_WIDTH-1:ALU_WIDTH];    
            5'b00100: ALU_out = mult_mix[2*ALU_WIDTH-1:ALU_WIDTH];       
            5'b00101: ALU_out = mult_unsigned[2*ALU_WIDTH-1:ALU_WIDTH];  
            5'b00110: ALU_out = (B_signed == 0) ? {ALU_WIDTH{1'b1}} : A_signed / B_signed;
            5'b00111: ALU_out = (B_unsigned == 0) ? {ALU_WIDTH{1'b1}} : A_unsigned / B_unsigned;
            5'b01000: ALU_out = (B_signed == 0) ? {ALU_WIDTH{1'b1}} : A_signed % B_signed;
            5'b01001: ALU_out = (B_unsigned == 0) ? {ALU_WIDTH{1'b1}} : A_unsigned % B_unsigned;
            5'b01010: ALU_out = ALU_ina ^ ALU_inb;
            5'b01011: ALU_out = ALU_ina | ALU_inb;
            5'b01100: ALU_out = ALU_ina & ALU_inb;
            5'b01101: ALU_out = ALU_ina << ALU_inb[$clog2(ALU_WIDTH)-1:0];
            5'b01110: ALU_out = ALU_ina >> ALU_inb[$clog2(ALU_WIDTH)-1:0];
            5'b01111: ALU_out = A_signed >>> ALU_inb[$clog2(ALU_WIDTH)-1:0];
            5'b10000: ALU_out = (A_signed < B_signed) ? {{(ALU_WIDTH-1){1'b0}}, 1'b1} : {ALU_WIDTH{1'b0}};
            5'b10001: ALU_out = (A_unsigned < B_unsigned) ? {{(ALU_WIDTH-1){1'b0}}, 1'b1} : {ALU_WIDTH{1'b0}};
            5'b10010: ALU_out = (ALU_ina == ALU_inb) ? {{(ALU_WIDTH-1){1'b0}}, 1'b1} : {ALU_WIDTH{1'b0}};
            5'b10011: ALU_out = (ALU_ina != ALU_inb) ? {{(ALU_WIDTH-1){1'b0}}, 1'b1} : {ALU_WIDTH{1'b0}};
            default:  ALU_out = {ALU_WIDTH{1'b0}};
        endcase
    end
    assign Zero_flag     = (ALU_out == {ALU_WIDTH{1'b0}});
    assign Negative_flag = ALU_out[ALU_WIDTH-1];
    assign Carry_flag = (ALU_ctrl == 5'b00000 || ALU_ctrl == 5'b00001) ?
                        (ALU_ina > {ALU_WIDTH{1'b1}} - ALU_inb) : 1'b0;
    assign Overflow_flag = (ALU_ctrl == 5'b00000 || ALU_ctrl == 5'b00001) ?
                           ((ALU_ina[ALU_WIDTH-1] == ALU_inb[ALU_WIDTH-1]) &&
                            (ALU_out[ALU_WIDTH-1] != ALU_ina[ALU_WIDTH-1])) : 1'b0;
endmodule
==> impl_metrics.yaml <==
# synthesis and place-and-route metrics
placed_design:
  gp_congestion: 1.11
  detailed_place_hpwl_um: 403000
  place_ws_ns: 71.93
  port_buffers: 138
routing:
  viasPerCell: 6.09
  drc: 0
  wl_um: 486000
  vias: 90741
  ant_nets: 0
  wire_per_inst_um: 32.6
  dr.first_iter.drc_count: 7006
  first_pass_iters: 6
final_layout:
  seq_cells: 0
  nClkBuffers: 0
  areaGrowthSynthToFinish_pct: 7.11
  final_layout_size_suffix_gt1_frac: 0.0609
  seq_area_um2: 0
global_route:
  grt_use_total: 0.441
  grt_pass1_wl_um: 686000
  grt_pass1_vias: 92379
  grt_max_degree: 57
  antenna_found_initial: 53
  grt-ovfl-total: 0
synthesis:
  synth_cell_types: 119
  ys_cells: 11816
  yosys_area_um2: 91600
  syn_area_um2: 91600
  synth_area_per_cell_um2: 7.75
  ys.warnings.count: 1
  yosys.stat.seqShare: 0
  synthCells: 11816
pwr:
  p_switching_uw: 3370
  p_per_area_nw_per_um2: 53.2
  peakVddDrop_uv: 99.5
  swShare: 0.645
  p_int_uw: 1850
  leakagePower_uw: 0.0477
sta:
  finalSetupViolCount: 0
  drv_slew: 0
  relSlewSlack: 0.0818
  period_used_share: 0.745
  setup_tns_ns: 0
  fmax_ghz: 0.00497
  finalHoldViolCount: 0
  worst_pin_slew_ns: 1.34
  rsz0062_at_grt: "false"
  layout_setup_ws_ns: 68.88
  finalCriticalPeriod_ns: 201.32
  whs_ns: 109.86
critical_path:
  critPathArrivalTime_ns: 147.28
  slowest_stage: "nor3_1"
  path_class: "in2out"
  timing.critical_path.mode_cell: "ha_1"
  crit_start: "ALUSrc"
  start_kind: "primary input"
  required_ns: 216.16
  endpoint_kind: "output pin"
  cp_max_fo: 52
  crit_path_max_incr_delay_ns: 0.94
job:
  cap_viol_max_count: 0
  tool_warnings: 106
floorplan:
  die_y_um: 481
  fp-row-count: 175
  die_x_um: 481
  fp-utilization: 0.403
  ios: 140
  chipArea_um2: 231000
  core-area_um2: 227000
outcome:
  status: "completed"
min_path:
  min_path_type: "in2out"
  hp-start: "ALU_ina[31]"
  min_to: "Overflow_flag"
  holdPathStages: 6
clock_network:
  cts_resized: 0
  post_cts_buffers: 0
  cts_hold_buf: 0
-- cell usage in the layout, fill, tap and decap left out, types with 58 or more instances in the layout --
cell,count
o21a_1,142
nand3_1,196
mux2i_1,124
or3_1,88
nand2b_1,69
o22ai_1,60
a211oi_1,120
nor2b_1,67
buf_4,415
and2_1,61
o211ai_1,114
fa_1,1473
o21ai_0,525
a21oi_1,713
o31ai_1,59
a21o_1,163
nor3_1,223
a31oi_1,122
inv_1,1733
nor2_1,941
xor2_1,190
and3_1,69
nand4_1,105
o21bai_1,64
nand2_1,1549
ha_1,1016
xnor2_1,265
clkdlybuf4s50_1,107
mux2_2,58
-- layout make-up --
| cell class | count | area (um2) |
|---|---|---|
| repair buffers | 553 | 4360 |
| fillers | 22744 | 129000 |
| multi-input cells | 9534 | 83300 |
| diodes | 33 | 82.6 |
| well taps | 3009 | 3760 |
| inverters | 1763 | 6620 |
-- kinds of logic after synthesis --
family                     Yosys count  synth area share
AOI/OAI and AO/OA                 2741             0.198
buffers and inverters             2282            0.0942
and+or+nand+nor                   3638             0.178
adders and majority gates         2490             0.461
muxes                              209            0.0249
xor gates and xnor gates           456            0.0436
-- stage by stage --
stage               area (um2)  cells  utilization  total power (uW)
detailed placement       98100  14859        0.431              5090
global placement         98100  14859        0.431              5120
global route             98100  14862        0.431              5570
floorplan                91600  11816            -              3050
finish                   98100  14892        0.431              5220
CTS                      98100  14859        0.431              5140
-- cells in the mapped netlist, types with 143 or more instances --
library cell / number / share of area
a21o_1: 163 / 0.013
a21oi_1: 714 / 0.039
clkbuf_1: 409 / 0.017
fa_1: 1474 / 0.32
ha_1: 1016 / 0.14
inv_1: 1739 / 0.071
nand2_1: 1549 / 0.063
nand3_1: 196 / 0.011
nor2_1: 947 / 0.039
nor3_1: 225 / 0.012
o21a_1: 143 / 0.012
o21ai_0: 530 / 0.029
xnor2_1: 266 / 0.025
xor2_1: 190 / 0.018
-- metal layers --
metal,vias to the layer above,share of wire,GRT usage
met3,1129,0.12,0.200
met2,4688,0.43,0.645
met4,54,0.075,0.253
met5,-,0.0024,0.0300
met1,44700,0.37,0.540
li1,40170,-,-
-- worst max path at each step --
stage     cells after the start  slack [ns]             to
6_report                    301       68.88  Overflow_flag
5_1_grt                     303       65.87  Overflow_flag
4_1_cts                     302       71.57  Overflow_flag
-- worst max-delay path, delay by kind of cell --
family | cells | cell delay [ns]
AND-OR/OR-AND | 134 | 43.84
AND/OR/NAND/NOR | 90 | 24.66
adder cells (fa/ha/maj) | 32 | 11.50
buffers and inverters | 39 | 10.94
multiplexers | 5 | 1.69
XOR/XNOR | 1 | 0.15
Power figures rest on the tool's default switching activity, not on a simulated workload.
