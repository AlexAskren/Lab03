`config.mk`:
```
export PLATFORM = sky130hd
export DESIGN_NAME = register_file
export DESIGN_NICKNAME = register_file
export VERILOG_FILES = /design/flow/design.v
export SDC_FILE = /design/flow/constraint.sdc
export NUM_CORES = 4
export LEC_CHECK = 1
export CORE_UTILIZATION = 50
```
`constraint.sdc`:
```
current_design register_file

set clk_period 26.1
set clk_io_pct 0.2

create_clock -name clk0 -period $clk_period [get_ports {clk}]

set non_clock_inputs [all_inputs -no_clocks]
set_input_delay [expr $clk_period * $clk_io_pct] -clock clk0 $non_clock_inputs
set_output_delay [expr $clk_period * $clk_io_pct] -clock clk0 [all_outputs]
```
`design.v`:
```
module register_file #(
    parameter REG_ADDR_WIDTH = 5,                      
    parameter REG_DATA_WIDTH = 32,                     
    parameter REG_COUNT = (1 << REG_ADDR_WIDTH)        
)(
    input wire clk,
    input wire rst,                                    
    input wire WE3,                                    
    input wire [REG_ADDR_WIDTH-1:0] A1,                
    input wire [REG_ADDR_WIDTH-1:0] A2,                
    input wire [REG_ADDR_WIDTH-1:0] A3,                
    input wire [REG_DATA_WIDTH-1:0] WD3,               
    output wire [REG_DATA_WIDTH-1:0] RD1,              
    output wire [REG_DATA_WIDTH-1:0] RD2               
);
    reg [REG_DATA_WIDTH-1:0] Register [0:REG_COUNT-1];
    integer i;
    always @(posedge clk) begin
        if (rst) begin
            for (i = 0; i < REG_COUNT; i = i + 1)
                Register[i] <= {REG_DATA_WIDTH{1'b0}};
        end
        else if (WE3 && A3 != {REG_ADDR_WIDTH{1'b0}}) begin
            Register[A3] <= WD3;  
        end
    end
    assign RD1 = (rst) ? {REG_DATA_WIDTH{1'b0}} : Register[A1];
    assign RD2 = (rst) ? {REG_DATA_WIDTH{1'b0}} : Register[A2];
endmodule
```
`run.sh`:
```
#!/bin/bash
# OpenROAD 26Q1-2900-gdf79404cd8, Yosys 0.63+post, stock flow scripts
make -C /OpenROAD-flow-scripts/flow DESIGN_CONFIG=/design/flow/config.mk WORK_HOME=/design/flow/orfs finish
```
==> qor.yml <==
cts:
  cts.clk_slew.worst_paths_ns: 0.06
  cts_setup_buffers: 0
  clk_path_buf_depth: 3
  cts_resized: 0
  cts_tree: "yes"
  clkSinkCount: 1024
  cts_root_buf: "clkbuf_16"
  ctsHoldBuffers: 0
  h-tree-depth: 3
  cts_made_buffers: 112
detailed_routing:
  wire_per_inst_um: 36.08
  wl_mm: 182.2
  drc: 0
  drt_iter0_drc: 2069
  via_per_inst: 6.580
  vias: 33240
  final_antenna_net_count: 0
  dr.pass1.iters: 8
power_and_ir_drop:
  p_seq_share_pct: 49.2
  p_leak_nw: 20.92
  swShare_pct: 24.43
  power_frac_comb_pct: 11.9
  switchingPower_mw: 0.9652
  clkPwrFrac_pct: 38.9
  peakVddDrop_mv: 0.04876
  p_per_area_nw_per_um2: 65.44
  p_int_mw: 2.986
final_timing:
  rsz0062_at_grt: "no"
  timing.final.crit_period_ns: 14.80
  maxSlewViolCount: 0
  fin_crit_sh_pct: 56.69
  setup_viol: 0
  tns_ns: 0
  hold_violations: 0
  holdWs_ns: 5.050
  slew_headroom_pct: 37.46
  fmax_mhz: 67.59
  worst_pin_slew_ns: 0.9120
global_routing:
  grt_pass1_wl_mm: 260.2
  grt_usage_pct: 37.26
  grt_pass1_vias: 36610
  grt_overflow: 0
  grt_max_degree: 79
  antenna_found_initial: 5
logic_synthesis:
  ys_area_um2: 54590
  top_area_cell: "edfxtp_1"
  synth_top_cell_by_count: "edfxtp_1"
  ys_seq_share_pct: 56.33
  common_cells: "edfxtp_1 (1024), and2_1 (994), mux4_2 (446)"
  syn_inst: 3545
  topCellsByArea: "edfxtp_1 (56%), mux4_2 (18%), and2_1 (11%)"
  async_flop_share_pct: 0
  ys_warn_count: 1
  ys_cells: 3545
  synthDistinctLibCells: 35
  top_cell_area_share_pct: 56.33
  synth-seq-cells: 1024
  flop_cell: "edfxtp_1"
  syn-cell-area_um2: 54590
  syn_avg_cell_area_um2: 15.40
  edf_count: 1024
worst_setup_path:
  end_kind: "output port"
  crit_fanout: 56
  startpoint_type: "input port"
  required_ns: 20.88
  cp.arrival_ns: 9.58
  path_class: "input port to output port"
flow_run:
  tool_warnings: 26
  maxCapViolations: 0
floorplan:
  dieWidth_um: 332.4
  rows: 120
  fp_util_pct: 50.71
  core_um2: 107700
  dieArea_um2: 110500
  fp.dieH_um: 332.4
  ios: 114
hold_path:
  min_from: "rst"
  hold_end: "Register[0][12]$_SDFFCE_PN0P_"
  hold_class: "input port to register"
  whs_path_depth: 1
finish:
  instances_no_fill: 5051
  syn2layout_area_growth_pct: 10.60
  top_register: "Register"
  reg_top3: "Register (1024)"
  drive_above_1_share_pct: 22.70
  largest_reg_flops: 1024
  fillCellCount: 7974
status:
  status: "complete, no violations"
placed_design:
  hpwlAfterDp_mm: 103.3
  dp_cells: 4848
  place_congestion: 0.9049
  place.port_buffers: 113
## final cells by class
class                      count  area, µm²  share of cell area, %
antenna                        5      12.51                0.02072
inverter                       2      12.51                0.02072
sequential                  1024      30750                  50.93
clock buffer                 134       2928                  4.849
multi-input combinational   2158      22120                  36.63
tap                         1403       1755                  2.907
clock inverter                64      554.3                 0.9180
timing repair buffer         261       2247                  3.722
## how the worst max path moves through the flow
stage	startpoint	end	slack [ns]	depth (start not counted)
after CTS	A2[2]	RD2[29]	11.40	9
after global routing	A2[2]	RD2[29]	11.30	9
final	A2[2]	RD2[29]	11.30	9
## critical path, stage by stage
cell and delay [ns]:
buf_8 0.44, buf_4 0.60, buf_4 0.62, buf_4 0.67, mux4_2 0.33, mux2i_1 0.07
a221o_1 0.39, a31oi_1 0.46, clkdlybuf4s50_1 0.58
## power by group through the flow
stage         clock network, mW  registers (mW)  logic, mW
CTS                        1.55            1.94      0.465
finish                     1.54            1.94      0.470
global route               1.61            1.95      0.494
## cells by family after synthesis
group / synth area share [%]
flops: 56.33
compound gates: 4.235
simple gates: 12.51
other cells: 0.006869
buf+inv: 3.731
mux: 23.19
## per-stage QoR
stage                     power [mW]  setup WS, ns  utilization, %  area, µm²
after global routing           4.061         11.30           56.07      60360
final                          3.951         11.30           56.08      60380
after detailed placement       2.440         11.40           52.84      56880
after floorplan                2.248         14.35               -      54710
after global placement         2.429         11.38           52.84      56880
after CTS                      3.960         11.40           56.07      60360
## layer usage
layer	up-vias	part of all wire [%]	track usage, %
li1	13750	-	-
met1	16300	31	44.29
met2	2730	45	51.47
met3	439	20	31.89
met4	14	4.0	10.98
met5	-	0.22	3.126
## layout by cell type (no fill, tap or decap), types with 5 or more instances in the layout
cell,instances
a221oi_1,46
or2_2,31
clkdlybuf4s50_1,102
clkbuf_1,20
nor2_2,20
and2_1,994
bufinv_16,10
clkinv_1,30
edfxtp_1,1024
o21ai_0,32
mux2i_1,256
o21ai_1,14
clkinv_2,20
a221o_1,64
mux4_2,446
clkbuf_16,114
o2111ai_1,18
nand2_1,38
conb_1,32
buf_4,150
nor2_4,15
nor2_1,5
a31oi_1,64
diode_2,5
a22oi_1,64
No activity file was given, so power comes from the tool's default toggle rates.
